==> design/flow/design.v <==
`timescale 1ns / 1ps
module cmp_32(  input [31:0] a,
                input [31:0] b,
                input [2:0] ctrl,
                output c
    );
    localparam cmp_EQ  = 3'b001;
    localparam cmp_NE  = 3'b010;
    localparam cmp_LT  = 3'b011;
    localparam cmp_LTU = 3'b100;
    localparam cmp_GE  = 3'b101;
    localparam cmp_GEU = 3'b110;
    wire res_EQ  = a == b;
    wire res_NE  = ~res_EQ;
    wire res_LT  = (a[31] & ~b[31]) || (~(a[31] ^ b[31]) && a < b);
    wire res_LTU = a < b;
    wire res_GE  = ~res_LT;
    wire res_GEU = ~res_LTU;
    wire EQ  = ctrl == cmp_EQ ; 
    wire NE  = ctrl == cmp_NE ; 
    wire LT  = ctrl == cmp_LT ; 
    wire LTU = ctrl == cmp_LTU;
    wire GE  = ctrl == cmp_GE ; 
    wire GEU = ctrl == cmp_GEU;
    assign c = EQ  & res_EQ  |
               NE  & res_NE  |
               LT  & res_LT  |
               LTU & res_LTU |
               GE  & res_GE  |
               GEU & res_GEU ;
endmodule
`timescale 1ns / 1ps
module FU_jump(
    input clk, EN, JALR,
    input[2:0] cmp_ctrl,
    input[31:0] rs1_data, rs2_data, imm, PC,
    output[31:0] PC_jump, PC_wb,
    output cmp_res,
    output finish,
    output branch_finish,
    input[8:0] CDB_result
  );
  reg state;
  reg finish_reg;
  reg JALR_reg;
  reg[2:0] cmp_ctrl_reg;
  reg[31:0] rs1_data_reg, rs2_data_reg, imm_reg, PC_reg;
  reg branch_finish_reg;
  assign finish = finish_reg;
  assign branch_finish = branch_finish_reg;
  initial
  begin
    state = 0;
    finish_reg = 0;
    PC_reg = 0;
    branch_finish_reg = 0;
  end
  wire jump;
  assign  jump = JALR_reg | !cmp_ctrl_reg;
  always@(posedge clk)
  begin
    if(EN & ~state)
    begin  
      JALR_reg <= JALR;
      cmp_ctrl_reg <= cmp_ctrl;
      rs1_data_reg <= rs1_data;
      rs2_data_reg <= rs2_data;
      imm_reg <= imm;
      PC_reg <= PC;
      state <= 1;
      branch_finish_reg <= 1;
    end
    else
    begin
      if (state == 1)
      begin
        if (branch_finish_reg && ~jump)
        begin
          state <= 0;
          finish_reg <= 0;
          branch_finish_reg <= 0;
        end
        else
        begin
          finish_reg <= 1;
          branch_finish_reg <= 0;
          if (CDB_result[5])
          begin
            state <= 0;
            finish_reg <= 0;
          end
        end
      end
    end
  end
  cmp_32 cmp(.a(rs1_data_reg), .b(rs2_data_reg), .ctrl(cmp_ctrl_reg), .c(cmp_res));   
  assign PC_jump = JALR_reg ? (rs1_data_reg + imm_reg) : (PC_reg + imm_reg);  
  assign PC_wb = PC_reg + 32'd4;
endmodule
==> design/flow/run.sh <==
#!/bin/bash
# OpenROAD 26Q1-2900-gdf79404cd8, Yosys 0.63+post, stock flow scripts
make -C /OpenROAD-flow-scripts/flow DESIGN_CONFIG=/design/flow/config.mk WORK_HOME=/design/flow/orfs finish
==> design/flow/config.mk <==
export PLATFORM = sky130hd
export DESIGN_NAME = FU_jump
export DESIGN_NICKNAME = FU_jump
export VERILOG_FILES = /design/flow/design.v
export SDC_FILE = /design/flow/constraint.sdc
export NUM_CORES = 4
export LEC_CHECK = 1
export CORE_UTILIZATION = 50
==> design/flow/constraint.sdc <==
current_design FU_jump

set clk_period 16.2
set clk_io_pct 0.2

create_clock -name clk0 -period $clk_period [get_ports {clk}]

set non_clock_inputs [all_inputs -no_clocks]
set_input_delay [expr $clk_period * $clk_io_pct] -clock clk0 $non_clock_inputs
set_output_delay [expr $clk_period * $clk_io_pct] -clock clk0 [all_outputs]
==> results_dict.tcl <==
# metrics dict for downstream scripts
set metrics [dict create \
    clk_root_buffer_cell "sky130_fd_sc_hd__clkbuf_16" \
    port-buffer-count 201 \
    post-route-min-period_ns 7.69 \
    data_arrival_time_at_the_worst_slack_endpoint_ns 4.45 \
    design_power_total_mw 1.16 \
    floorplan.die_area_sq_um 15800 \
    cts_setup_buffers 0 \
    die.size.y_microns 126 \
    finalMaxSlewViolations 0 \
    finClkSkew_ns 0.00349 \
    post_synth_instance_area_sq_um 7640 \
    setup_ws_ns 8.51 \
    synth.yosys.seq_area_share 0.528 \
    fp_util 0.520 \
    synthesis.yosys.warnings 1 \
    report.final.setup_viol 0 \
    postSynthAreaPerCell_sq_um 11.9 \
    grt_start_max_net_pins 64 \
    htreeDepth 4 \
    placementRows 44 \
    layout-drive-gt1-share 0.0845 \
    layout_top_cell_excl_fill_tap "sky130_fd_sc_hd__clkdlybuf4s50_1" \
    critPathCaptureType "output pin" \
    finalHoldWorstSlack_ns 0.497 \
    design.portCount 210 \
    clock_sink_count 135 \
    fin_tns_setup_ns 0 \
    timing.critical_path.from_type "register" \
    core_sq_um 14700 \
    rsz0062_at_grt "false" \
    clk_pin_slew_worst_paths_ns 0.06 \
    wl_per_cell_microns 16.8 \
    routabilityCongestion 0.897 \
    cts_inserted_buffers 17 \
    synthesis.instances 641 \
    routed_via_density 5.49 \
    outcome "completed" \
    ys_ff 135 \
    timing_worst_slew_pin_value_ns 0.813 \
    post_cts_resize_count 0 \
    track_usage 0.252 \
    worstSetupPathType "register to output pin" \
    insertion_delay_ns 0.41 \
    synth_stat.cells 641 \
    drtAntennaViolNets 0 \
    first_iter_violations 379 \
    via_count_of_the_first_global_routing_pass 5786 \
    total_wire_length_microns 17700 \
    flow.area_growth_from_synthesis_pct 37.4 \
    cts_buffer_depth 2 \
    timing.max_cap.violations 0 \
    stage_log_warnings 34 \
    ys_chip_area_sq_um 7640 \
    worst_ep_required_time_ns 12.96 \
    die_width_microns 126 \
    post-route-period-util 0.475 \
    power_density_nw_per_um2 110 \
    synth.lib_cells_used.distinct 61 \
    maximum_frequency_from_static_timing_analysis_ghz 0.130 \
    synthArstFlopShare 0 \
    critical_path_peak_fanout 34 \
    final_report_hold_violation_count 0 \
    drc 0 \
    leakage_nw 4.02 \
    hold_class "register to register" \
    synth-main-ff-cell "sky130_fd_sc_hd__edfxtp_1" \
    detailroute.via_count 5754 \
    synth-edff-count 133 \
    grt_antenna_before_repair 1 \
    global_route.overflow_total 0 \
    worst_slack_at_placement_ns 8.93 \
    worst_slew_slack_as_a_fraction_of_its_limit 0.458 \
    grt_first_pass_wirelength_microns 28900 \
    detail_route.first_pass.iterations 25 \
    cts_hold_buf 0 \
    cts_tree "yes" \
    detailed_place_hpwl_microns 13200 \
    most-common-layout-cells "sky130_fd_sc_hd__clkdlybuf4s50_1 (201), sky130_fd_sc_hd__edfxtp_1 (133), sky130_fd_sc_hd__ha_1 (64)" \
    ir_drop_mv 0.0889 \
]
[cell families after synthesis]
| logic type | count (synthesis) | share of synthesized area |
|---|---|---|
| AND-OR/OR-AND | 127 | 0.114 |
| XOR/XNOR | 51 | 0.0585 |
| adder cells (fa/ha/maj) | 65 | 0.107 |
| buffers and inverters | 59 | 0.0301 |
| flip-flops | 135 | 0.528 |
| multiplexers | 35 | 0.0508 |
| AND/OR/NAND/NOR | 169 | 0.111 |
[metrics by stage]
step	utilization	cells	cell area [sq um]
after CTS	0.714	1048	10500
final	0.714	1049	10500
after global routing	0.714	1048	10500
after global placement	0.671	1016	9860
after floorplan	-	641	7640
after detailed placement	0.671	1016	9860
[path summary, 6_finish.rpt]
kind,from,to,slack [ns],cells after the start
worst max register to register,state,rs1_data_reg[31],14.44,3
worst max-delay path,JALR_reg,PC_jump[31],8.51,12
worst min-delay path,state,branch_finish_reg,0.50,1
worst min register to register,state,branch_finish_reg,0.50,1
[area by class of cell]
cell class,instances,area [sq um]
diodes,1,2.50
clock buffers,18,429
clock inverters,14,201
fillers,956,4210
inverters,44,165
multi-input cells,447,3380
flip-flops and latches,135,4030
well taps,184,230
repair buffers,206,2050
[critical path: stages (launching register included)]
cell	delay, ns
sky130_fd_sc_hd__edfxtp_1	0.32
sky130_fd_sc_hd__buf_4	0.43
sky130_fd_sc_hd__mux2i_1	0.36
sky130_fd_sc_hd__inv_1	0.08
sky130_fd_sc_hd__ha_1	0.30
sky130_fd_sc_hd__a211oi_1	0.29
sky130_fd_sc_hd__o21bai_1	0.20
sky130_fd_sc_hd__o221a_1	0.33
sky130_fd_sc_hd__o21a_1	0.26
sky130_fd_sc_hd__a311o_1	0.41
sky130_fd_sc_hd__and2_1	0.18
sky130_fd_sc_hd__o311ai_1	0.35
sky130_fd_sc_hd__clkdlybuf4s50_1	0.53
[Yosys cell counts (all sizes together), types with 5 or more instances]
| master | number | share of area |
|---|---|---|
| a211oi | 9 | 0.0088 |
| nand2 | 42 | 0.021 |
| a21o | 16 | 0.016 |
| a21oi | 38 | 0.025 |
| and2 | 6 | 0.0049 |
| o21a | 5 | 0.0049 |
| mux2i | 5 | 0.0066 |
| o211ai | 7 | 0.0069 |
| nor2b | 6 | 0.0049 |
| clkbuf | 12 | 0.0059 |
| nand4 | 20 | 0.016 |
| o21ai | 16 | 0.011 |
| nand3 | 17 | 0.011 |
| mux2 | 30 | 0.044 |
| edfxtp | 133 | 0.52 |
| inv | 44 | 0.022 |
| nor2 | 39 | 0.019 |
| nor3 | 14 | 0.0092 |
| ha | 64 | 0.10 |
| nor4 | 5 | 0.0049 |
| xnor2 | 38 | 0.044 |
| xor2 | 13 | 0.015 |
[power by group]
group          leakage, nW  internal [mW]  total, mW  switching [mW]
sequential            1.27          0.422      0.439          0.0168
clock                0.301          0.259      0.406           0.147
combinational         2.45          0.176      0.312           0.135
total                 4.02          0.858       1.16           0.299
[routing by layer]
metal | GRT usage | share of wire | routed length, microns
met3 | 0.0816 | 0.097 | 1710
met4 | 0.0409 | 0.019 | 341
met2 | 0.355 | 0.43 | 7580
met5 | 0 | 0 | 0
met1 | 0.418 | 0.46 | 8040
Power and IR drop assume default switching activity.

[./run.sh]
#!/bin/bash
# OpenROAD 26Q1-2900-gdf79404cd8, Yosys 0.63+post, stock flow scripts
make -C /OpenROAD-flow-scripts/flow DESIGN_CONFIG=/design/flow/config.mk WORK_HOME=/design/flow/orfs finish
[./config.mk]
export PLATFORM = sky130hd
export DESIGN_NAME = Regs
export DESIGN_NICKNAME = Regs
export VERILOG_FILES = /design/flow/design.v
export SDC_FILE = /design/flow/constraint.sdc
export NUM_CORES = 4
export LEC_CHECK = 1
export CORE_UTILIZATION = 30
[./constraint.sdc]
current_design Regs

set clk_period 24.5
set clk_io_pct 0.2

create_clock -name clk0 -period $clk_period [get_ports {clk}]

set non_clock_inputs [all_inputs -no_clocks]
set_input_delay [expr $clk_period * $clk_io_pct] -clock clk0 $non_clock_inputs
set_output_delay [expr $clk_period * $clk_io_pct] -clock clk0 [all_outputs]
[./design.v]
module     Regs(input clk,
                  input rst,
                  input [4:0] R_addr_A,
                  input [4:0] R_addr_B,
                  input [4:0] Wt_addr,
                  input [31:0]Wt_data,
                  input EN,
                  output [31:0] rdata_A,
                  output [31:0] rdata_B,
                  input [4:0] Debug_addr,          
                  output[31:0] Debug_regs         
                 );
  reg [31:0] register [1:31]; 				 
  integer i;
  assign rdata_A = (R_addr_A == 0)? 0 : register[R_addr_A]; 	  
  assign rdata_B = (R_addr_B == 0)? 0 : register[R_addr_B];     
  always @(negedge clk or posedge rst)
  begin
    if (rst)
    begin 			 
      for (i=1; i<32; i=i+1)
        register[i] <= 0;	 
    end
    else
    begin
      if ((Wt_addr != 0) && (EN == 1)) 	 
        register[Wt_addr] <= Wt_data;
    end
  end
  assign Debug_regs = (Debug_addr == 0) ? 0 : register[Debug_addr];                
endmodule
==> GITHUB_STEP_SUMMARY <==
## PnR job results

| Metric | Value |
|---|---|
| Post-synth top area cell | `dfrtn_1` |
| # resized after CTS | `0` |
| RD Place Congestion | `~1.1` |
| Critical-path maximum fanout | `4` |
| Hold WC Path Type | `register to register` |
| # Cells Yosys | `~6300` |
| CP Buf/Inv Count | `1` |
| Initial core utilization | `30.24%` |
| RSZ-0062 raised after global routing | `false` |
| Peak VDD IR | `85.39 uV` |
| Worst Skew | `0 ps` |
| Most frequent cell after synthesis | `nand3_1` |
| Top cells by count, synth | `nand3_1 (1501), dfrtn_1 (992), mux2_2 (921)` |
| Setup bufs post-CTS | `0` |
| Area delta synth->final | `16.53%` |
| Fin. Hold Viols | `0` |
| Asr flop ratio synth | `approximately 100%` |
| Final WL | `477300 um` |
| Commonest flop | `dfrtn_1` |
| Antenna Violating Nets Remaining | `0` |
| CP required | `19600 ps` |
| Final Instance Area | `0.07043 mm2` |
| Slowest CP cell | `a21oi_1` |
| Status | `complete, no violations` |
| Reg with most FFs | `register` |
| Final Setup Violations | `0` |
| Met3 wire length | `77140 um` |
| Standard-cell row count | `between 150 and 200` |
| Drt via density | `7.480` |
| DRT iter0 DRCs | `between 10000 and 15000` |
| Synth top area cells | `dfrtn_1 (41%), mux2_2 (17%), nand3_1 (12%)` |
| Slew margin rel. | `between 10 and 15%` |
| Static Leak | `28.71 nW` |
| Core Area | `between 0.15 and 0.2 mm2` |
| R2R Setup Slk | `between 20000 and 25000 ps` |
| MaxCap Viol Count | `0` |
| Die area | `0.2033 mm2` |
| Die height | `450.8 um` |
| Met2 WL | `185000 um` |
| Post-Syn Instances | `between 6000 and 7000` |
| Critical path class | `register to output port` |
| First-pass GRT wire length | `625800 um` |
| Remaining Overflow, GRT | `0` |
| H-tree depth | `4` |
| TritonCTS Buffers | `131` |
| Max-slew violation count | `0` |
| Syn avg cell area | `approximately 9.6 um2` |
| I/O pins | `between 150 and 200` |
| IO Port Bufs | `150` |
| Worst Max-Slew Pin Slew | `1331 ps` |
| Pre-antenna DRT Iters | `21` |
| Cell breakdown of the critical path | `nand4_1, a21oi_1, a221o_1, nor4_1, a31oi_1, clkdlybuf4s50_1` |
| Largest net degree at the start of global routing | `118` |
| # DRC | `0` |
| Post-synth EDFFs | `0` |
| Seq share, synth | `41.07%` |
| CTS tree | `done` |
| Cell Pwr Density | `79.61 mW/mm2` |
| Initial antenna violation count | `82` |
| Cell Type Count | `74` |
| Flops & latches, synth | `992` |
| Cts hold-fix bufs | `0` |
| Post-layout power | `0.005607 W` |
| CP arrival | `15790 ps` |
| Largest registers | `register: 992 flops` |
| Root buffer cell | `clkbuf_16` |
| M1 wire length | `167100 um` |
| Yosys chip area | `0.06044 mm2` |
| Global Route Usage Sum | `a little under half` |
| WL/cell | `~53 um` |
| CP Capture Type | `output port` |
| Slowest cell delay on critical path | `1030 ps` |
| Uppermost layer routed | `met5` |
| Synth warn | `2` |
| Cell area after placement | `0.06563 mm2` |
| Worst skew pair latency | `750 ps` |
| CTS Sinks | `992` |
| OpenROAD warning count | `47` |
| CP delay by family, top | `AND-OR/OR-AND gates` |
| Layout cells sized above 1 | `26.42%` |
| Setup crit start kind | `register` |
| Top cell area share | `approximately two fifths` |
| Max FFs per register | `992` |
| Die width | `roughly 450 um` |
| Mapped Area | `0.06044 mm2` |
| Maximum clock insertion buffer count | `3` |
| Clock transition at path regs | `50 ps` |
| # fillers | `20130` |
| Vias | `roughly 68000` |
| Detailed placement HPWL | `296300 um` |
| Vias in the first global route | `63880` |
[kinds of logic (layout without fill, tap and decap cells)]
logic type	Yosys count	in the layout	share of synthesized area, %
buf+inv	782	813	5.451
simple gates	2610	2610	23.95
flops	992	992	41.07
mux	993	993	18.48
compound gates	906	906	11.05
other cells	0	98	0
[worst paths after layout]
kind | startpoint | endpoint | depth (start not counted)
max | register[21][20]$_DFFE_NP0P_ | rdata_B[20] | 6
min | register[6][31]$_DFFE_NP0P_ | register[6][31]$_DFFE_NP0P_ | 1
max reg2reg | register[28][18]$_DFFE_NP0P_ | register[28][18]$_DFFE_NP0P_ | 1
min reg2reg | register[6][31]$_DFFE_NP0P_ | register[6][31]$_DFFE_NP0P_ | 1
max in group asynchronous | rst | register[17][18]$_DFFE_NP0P_ | 5
min in group asynchronous | rst | register[19][26]$_DFFE_NP0P_ | 2
[final cells by class]
type                            count  area [um2]  share of cell area [%]
Multi-Input combinational cell   4509       32840                   46.62
Clock inverter                     57       696.9                  0.9895
Timing Repair Buffer              536        4512                   6.406
Sequential cell                   992       24820                   35.25
Inverter                           35       135.1                  0.1919
Tap cell                         2656        3323                   4.719
Antenna cell                       98       245.2                  0.3482
Clock buffer                      185        3856                   5.475
[through the flow]
step / hold slack [ps] / utilization, % / setup WS (ps) / setup TNS, ps / instances
after floorplan: 449.4 / - / -5939 / -5891210 / 6283
after global placement: 486.2 / 32.84 / 3898 / 0 / 8728
after detailed placement: 498.2 / 32.84 / 3844 / 0 / 8728
after CTS: 498.5 / 35.12 / 3929 / 0 / 8970
after global routing: 514.9 / 35.13 / 3866 / 0 / 8985
final: 503.2 / 35.24 / 3813 / 0 / 9068
[where the power goes]
part | switching [W] | internal (W) | total, W
Combinational | 0.000597 | 0.000411 | 0.00101
Clock | 0.000870 | 0.00123 | 0.00210
Sequential | 0.000511 | 0.00199 | 0.00250
Total | 0.00198 | 0.00363 | 0.00561
[layer usage]
metal / global-route usage [%] / up-vias
li1: - / 24240
met1: 56.36 / 34410
met2: 61.01 / 6816
met3: 29.92 / 2318
met4: 36.16 / 44
met5: 3.717 / -
[cell usage in the layout (no fill, tap or decap), types with 12 or more instances in the layout]
cell type / n
clkbuf_1: 21
o21ai_0: 44
nand2b_1: 12
and2_1: 50
and3_1: 195
inv_1: 34
a2111oi_0: 50
a32o_1: 15
and4_1: 61
clkbuf_16: 135
nand2_1: 82
clkdlybuf4s50_1: 138
a22o_1: 59
diode_2: 98
nor2_4: 22
a22oi_1: 327
a222oi_1: 38
clkinv_2: 21
mux2_1: 63
o31a_1: 13
nand3b_1: 12
nor2_1: 16
a221o_1: 34
o2111ai_1: 26
nand4_1: 388
bufinv_16: 12
a31oi_1: 64
clkbuf_8: 29
buf_12: 13
nand3_1: 1500
dfrtn_1: 992
nor3_1: 22
nor4_1: 104
mux2_2: 921
buf_4: 377
a21oi_1: 162
o211ai_1: 16
Power is estimated from default activity; no workload was simulated.

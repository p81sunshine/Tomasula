[flow/constraint.sdc]
current_design FU_ALU

set clk_period 27.4
set clk_io_pct 0.2

create_clock -name clk0 -period $clk_period [get_ports {clk}]

set non_clock_inputs [all_inputs -no_clocks]
set_input_delay [expr $clk_period * $clk_io_pct] -clock clk0 $non_clock_inputs
set_output_delay [expr $clk_period * $clk_io_pct] -clock clk0 [all_outputs]
[flow/config.mk]
export PLATFORM = sky130hd
export DESIGN_NAME = FU_ALU
export DESIGN_NICKNAME = FU_ALU
export VERILOG_FILES = /design/flow/design.v
export SDC_FILE = /design/flow/constraint.sdc
export NUM_CORES = 4
export LEC_CHECK = 1
export CORE_UTILIZATION = 40
[flow/run.sh]
#!/bin/bash
# OpenROAD 26Q1-2900-gdf79404cd8, Yosys 0.63+post, stock flow scripts
make -C /OpenROAD-flow-scripts/flow DESIGN_CONFIG=/design/flow/config.mk WORK_HOME=/design/flow/orfs finish
[flow/design.v]
`timescale 1ns / 1ps
module FU_ALU(
    input clk, EN,
    input [3:0] index,
    input[3:0] Control,
    input[31:0] A, B,
    input[8:0] CDB_result,
    output[31:0] res_out,
    output zero, overflow,
    output finish
  );
  wire[31:0] res;
  reg[31:0] res_out_reg;
  reg state;
  assign res_out = res_out_reg;
  reg finish_reg;
  assign finish = finish_reg;
  initial
  begin
    res_out_reg = 32'b0;
    finish_reg = 1'b0;
    state = 1'b0;
  end
  always@(posedge clk)
  begin
    if(EN && state == 1'b0)
    begin  
      state <= 1'b1;
      res_out_reg <= res;
      finish_reg <= 1'b1;
    end
    else
    begin
      if (state == 1'b1)
      begin
        if (CDB_result[index] == 1'b1)
        begin
          state <= 1'b0;
          finish_reg <= 1'b0;
          res_out_reg <= 32'b0;
        end
      end
    end
  end
  localparam ALU_ADD  = 4'b0001;
  localparam ALU_SUB  = 4'b0010;
  localparam ALU_AND  = 4'b0011;
  localparam ALU_OR   = 4'b0100;
  localparam ALU_XOR  = 4'b0101;
  localparam ALU_SLL  = 4'b0110;
  localparam ALU_SRL  = 4'b0111;
  localparam ALU_SLT  = 4'b1000;
  localparam ALU_SLTU = 4'b1001;
  localparam ALU_SRA  = 4'b1010;
  localparam ALU_Ap4  = 4'b1011;
  localparam ALU_Bout = 4'b1100;
  wire[4:0] shamt = B[4:0];
  wire[32:0] res_subu = {1'b0,A} - {1'b0,B};
  wire[31:0] res_ADD  = A + B;
  wire[31:0] res_SUB  = A - B;
  wire[31:0] res_AND  = A & B;
  wire[31:0] res_OR   = A | B;
  wire[31:0] res_XOR  = A ^ B;
  wire[31:0] res_SLL  = A << shamt;
  wire[31:0] res_SRL  = A >> shamt;
  wire add_of = A[31] & B[31] & ~res_ADD[31] |  
       ~A[31] & ~B[31] & res_ADD[31];  
  wire sub_of = ~A[31] & B[31] & res_SUB[31] |  
       A[31] & ~B[31] & ~res_SUB[31];  
  wire[31:0] res_SLT  = {31'b0, res_SUB[31] ^ sub_of};
  wire[31:0] res_SLTU = {31'b0, res_subu[32]};
  wire[31:0] res_SRA  = {{32{A[31]}}, A} >> shamt;
  wire[31:0] res_Ap4  = A + 4;
  wire[31:0] res_Bout = B;
  wire ADD  = Control == ALU_ADD ;
  wire SUB  = Control == ALU_SUB ;
  wire AND  = Control == ALU_AND ;
  wire OR   = Control == ALU_OR  ;
  wire XOR  = Control == ALU_XOR ;
  wire SLL  = Control == ALU_SLL ;
  wire SRL  = Control == ALU_SRL ;
  wire SLT  = Control == ALU_SLT ;
  wire SLTU = Control == ALU_SLTU;
  wire SRA  = Control == ALU_SRA ;
  wire Ap4  = Control == ALU_Ap4 ;
  wire Bout = Control == ALU_Bout;
  assign zero = ~|res;
  assign overflow = (Control == ALU_ADD && add_of) |
         (Control == ALU_SUB && sub_of);
  assign res = {32{ADD }} & res_ADD  |
         {32{SUB }} & res_SUB  |
         {32{AND }} & res_AND  |
         {32{OR  }} & res_OR   |
         {32{XOR }} & res_XOR  |
         {32{SLL }} & res_SLL  |
         {32{SRL }} & res_SRL  |
         {32{SLT }} & res_SLT  |
         {32{SLTU}} & res_SLTU |
         {32{SRA }} & res_SRA  |
         {32{Ap4 }} & res_Ap4  |
         {32{Bout}} & res_Bout ;
endmodule
==> run notes <==
impl run done, here's what came out: final setup violation count 0, share of cells above drive strength 1 around a tenth, antenna violations before repair 1, fraction of registers with async set or reset after synthesis 0%, vias per cell 6.76, H-tree depth 2, worst slew pin tran ~0.95 ns, maximum VDD drop 27.7 µV, most common logic cell in the routed design nor2_1, Synth warnings 1, Die Y ~180 µm, skew final 0.00693 ns, mux share of post-synthesis cell area between 10% and 20%, Pwr per Cell Area 31.4 mW/mm², Pleak 5.32 nW, crit path time final 16.73 ns, fill cell count 3061, dpl cell area about 0.013 mm², final hold viol count 0, # Cells Yosys 1653, max cap viols 0, sequential area share after synthesis 8.33%, worst-path fanout max 28, Final Slew Violations 0, CTS tree built, yosys aoi share 30.0%, Top non-seq family AND-OR/OR-AND gates, Via Count about 14000, core area 0.0296 mm², Die Size a little over 0.03 mm², Cell Area, Synth roughly 0.012 mm², CTS-repair resized insts 0, clock slew at reported path FFs 0.05 ns, status completed, clock latency (worst-skew pair) 0.28 ns, Hold WS 0.475 ns, Post-Synth Simple-Gate Area 24.8%, Largest register FFs 32, FMAX ~0.06 GHz, period utilization 61.1%, first-pass GRT wire length around 90 mm, total CTS buffers 5, IO buf count 117, CTS Sinks 34, synth unique cells 104, XORs/XNORs by Area 2.84%, Adder Share, Synth between 10% and 20%, type of origin of the critical path primary input, Congestion Overflow GR 0, die x size between 150 and 200 µm, Layout area overhead 12.4%, Rel. slew slack 36.3%, Log Warnings roughly 91, Hold WC Path Type reg -> reg, Longest Clk Path Bufs 2, number of hold buffers added after CTS 0, Placer Congestion 1.05, ys flops 34, most frequent cells in the layout 191 x nor2_1, 136 x nand2_1, 125 x a21oi_1, postcts setup bufs 0, DP HPWL 48.1 mm, GRT Overall Usage 40.4%, DRT Wirelength 61.0 mm, syn_area_per_cell 7.27 µm², IO Count 118, setup TNS 0 ns, unrepaired setup endpoints after global routing no, Finished Cell Area between 0.01 and 0.015 mm², FP Util 40.6%, Yosys Chip Area 0.0120 mm², Cells after Synth 1653, drt wl/cell 29.3 µm, Core Rows between 60 and 70, Detailed Route Iter0 Violations 1896, Diodes inserted 0, CP Data Arrival Time roughly 11 ns, largest net degree at the start of global routing 61, Worst Path Required 21.92 ns, vias in the first global route 12900, Final ANT Viol Nets 0, DRC violation count after routing 0, Crit. End Element primary output, EDFF count, synth 32, Pre-antenna DRT Iters 6, main flop type edfxtp_1, clock root buffer clkbuf_16, crit path kind in -> out
[final timing paths]
check                  start              to  slack [ns]  cells past startpoint
hold reg to reg   finish_reg      finish_reg        0.48                      2
setup / recovery        B[4]            zero       10.67                     15
hold / removal    finish_reg      finish_reg        0.48                      2
setup reg to reg       state  res_out_reg[4]       26.08                      3
[metal layers]
| layer | up-vias | wire, µm | global-route usage (%) |
|---|---|---|---|
| li1 | 6278 | - | - |
| met1 | 6688 | 26000 | 60.4 |
| met2 | 924 | 25500 | 58.4 |
| met3 | 153 | 6430 | 7.13 |
| met4 | 0 | 3040 | 15.5 |
| met5 | - | 0 | 0 |
[kinds of logic (layout without fill, tap and decap cells)]
| kind of cell | after synthesis | after routing |
|---|---|---|
| AOI/OAI and AO/OA | 518 | 518 |
| xor gates and xnor gates | 39 | 39 |
| adders and majority gates | 101 | 101 |
| buffers and inverters | 238 | 273 |
| DFF | 34 | 34 |
| muxes | 124 | 124 |
| and+or+nand+nor | 599 | 599 |
[through the flow]
stage | util [%] | instances | setup slack, ns | total power [W]
floorplan | - | 1653 | 13.02 | 0.000245
global placement | 45.1 | 2070 | 10.90 | 0.000362
detailed placement | 45.1 | 2070 | 10.76 | 0.000361
CTS | 45.6 | 2078 | 10.74 | 0.000419
global route | 45.6 | 2078 | 10.31 | 0.000447
finish | 45.6 | 2078 | 10.67 | 0.000424
[Yosys cell counts, drive strengths merged (31+ instances only)]
master / instances / area (µm²)
nand2: 136 / 510
mux2i: 56 / 561
inv: 102 / 383
clkbuf: 73 / 274
mux4: 39 / 882
ha: 99 / 1240
o21ai: 83 / 415
nor2: 192 / 721
nor3: 53 / 287
nand3: 47 / 235
a21oi: 125 / 626
buf: 61 / 379
o211ai: 35 / 263
xnor2: 37 / 324
a211oi: 31 / 238
nor2b: 31 / 194
edfxtp: 32 / 961
[area by class of cell]
class                           count  area [µm²]  area share [%]
Sequential cell                    34        1000            7.41
Clock inverter                      1        5.00          0.0370
Timing Repair Buffer              161        1490            11.0
Tap cell                          390         488            3.61
Clock buffer                        7         143            1.06
Multi-Input combinational cell   1381       10000            74.0
Inverter                          104         390            2.89
[where the power goes]
| part | switching, W | internal [W] |
|---|---|---|
| registers | 0.00000408 | 0.0000789 |
| clock network | 0.0000193 | 0.0000359 |
| logic | 0.000172 | 0.000113 |
[worst max-delay path, stage by stage]
cell	delay, ns
clkdlybuf4s50_1	0.46
buf_4	0.35
clkinv_1	0.67
ha_1	0.72
a21o_1	0.26
nor2b_1	0.18
nor4b_1	0.61
o21ai_1	0.16
a21oi_1	0.32
o221ai_1	0.17
a2111oi_0	0.82
and3_1	0.25
nand4_1	0.12
nor3_2	0.19
clkdlybuf4s50_1	0.48
Power figures rest on the tool's default switching activity, not on a simulated workload.
